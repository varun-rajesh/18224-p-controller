==> flow/run.sh <==
#!/bin/bash
# OpenROAD 26Q1-2900-gdf79404cd8, Yosys 0.63+post, stock flow scripts
make -C /OpenROAD-flow-scripts/flow DESIGN_CONFIG=/design/flow/config.mk WORK_HOME=/design/flow/orfs finish
==> flow/config.mk <==
export PLATFORM = sky130hd
export DESIGN_NAME = toplevel_chip
export DESIGN_NICKNAME = toplevel_chip
export VERILOG_FILES = /design/flow/design.v
export SDC_FILE = /design/flow/constraint.sdc
export NUM_CORES = 4
export LEC_CHECK = 1
export CORE_UTILIZATION = 40
==> flow/constraint.sdc <==
current_design toplevel_chip

set clk_period 4.9
set clk_io_pct 0.2

create_clock -name clk0 -period $clk_period [get_ports {io_in}]

set non_clock_inputs [all_inputs -no_clocks]
set_input_delay [expr $clk_period * $clk_io_pct] -clock clk0 $non_clock_inputs
set_output_delay [expr $clk_period * $clk_io_pct] -clock clk0 [all_outputs]
==> flow/design.v <==
`default_nettype none
module my_chip (
    input logic [11:0] io_in,  
    output logic [11:0] io_out,  
    input logic clock,
    input logic reset  
);
    top dut (
        .clk            (clock),
        .reset_n        (~reset),   
        .input_spi_clk  (io_in[11]),
        .input_spi_mosi (io_in[10]),
        .input_spi_cs_n (io_in[9]),
        .adc_spi_clk    (io_out[11]),
        .adc_spi_miso   (io_in[8]),
        .adc_spi_mosi   (io_out[10]),
        .adc_spi_cs_n   (io_out[9]),
        .pwm_a          (io_out[8]),
        .pwm_b          (io_out[7])
    );
endmodule : my_chip
`default_nettype none
module motor_driver (
    input   logic               clk,
    input   logic               reset_n,
    input   logic signed[7:0]   setpoint,
    output  logic               pwm_a,
    output  logic               pwm_b
);
    logic[7:0] motor_a_duty_cycle;
    logic[7:0] motor_b_duty_cycle;
    always_ff @ (posedge clk) begin
        if (~reset_n) begin
            motor_a_duty_cycle <= 8'd127;
            motor_b_duty_cycle <= 8'd127;
        end else begin
            motor_a_duty_cycle <= $signed(8'd127) + setpoint;
            motor_b_duty_cycle <= $signed(8'd127) - setpoint;
        end
    end
    pwm a (
        .clk        (clk),
        .reset_n    (reset_n),
        .duty_cycle (motor_a_duty_cycle),
        .pwm_out    (pwm_a)
    );
    pwm b (
        .clk        (clk),
        .reset_n    (reset_n),
        .duty_cycle (motor_b_duty_cycle),
        .pwm_out    (pwm_b)
    );
endmodule : motor_driver
module p_controller (
    input   logic               clk,
    input   logic               reset_n,
    input   logic[11:0]         sensor_reading,
    input   logic[7:0]          setpoint,
    input   logic[7:0]          p,
    output  logic signed[7:0]   output_setpoint
);
    logic[7:0]          round_reading;
    logic signed[8:0]   error;
    logic signed[17:0]  internal_output_setpoint;
    always_ff @ (posedge clk) begin
        if (sensor_reading[3] == 1'b1 && sensor_reading[11:4] != '1) begin
            round_reading <= sensor_reading[11:4] + 1;
        end else begin
            round_reading <= sensor_reading[11:4];
        end
    end
    always_ff @ (posedge clk) begin
        error <= $signed(setpoint) - $signed(round_reading);
    end
    always_ff @ (posedge clk) begin
        internal_output_setpoint <= error * $signed({1'b0, p});
    end
    always_ff @ (posedge clk) begin
        output_setpoint <= (internal_output_setpoint >>> 10);
    end
endmodule : p_controller
module params (
    input   logic       clk,
    input   logic       reset_n,
    input   logic       write_en,
    input   logic       address,
    input   logic[7:0]  param,
    output  logic[7:0]  p,
    output  logic[7:0]  setpoint
);  
    always_ff @ (posedge clk) begin
        if (~reset_n) begin
            p        <= 16;
            setpoint <= 127;
        end else begin
            if (write_en) begin
                case (address)
                    0: p        <= param;
                    1: setpoint <= param;
                endcase
            end
        end
    end
endmodule : params
module pwm (
    input   logic       clk,
    input   logic       reset_n,
    input   logic[7:0]  duty_cycle,
    output  logic       pwm_out
);
    logic[9:0] counter;
    logic[9:0] switch_threshold;
    assign switch_threshold = {duty_cycle, 2'b00};
    always_ff @ (posedge clk) begin
        if (~reset_n) begin
            counter <= '0;
        end else begin
            counter <= counter + 1;
        end
    end
    always_ff @ (posedge clk) begin
        if (counter > switch_threshold) begin
            pwm_out <= 1'b0;
        end else begin
            pwm_out <= 1'b1;
        end
    end
endmodule : pwm
module spi_mcp3202_interface (
    input   logic       sys_clk,
    input   logic       sys_reset_n,
    output  logic       spi_clk,
    input   logic       spi_miso,
    output  logic       spi_mosi,
    output  logic       spi_cs_n,
    output  logic[11:0] sensor_reading,
    output  logic       reading_valid
);
    typedef enum {IDLE, START, SGL, SIGN, MSBF, NULL,
                  DATA11, DATA10, DATA9, DATA8, DATA7, DATA6, DATA5, DATA4, DATA3, DATA2, DATA1, DATA0,
                  DONENC, DONE, DONEW} controller_state;     
    controller_state state;
    controller_state next_state;
    logic[4:0] counter;
    logic[8:0] done_counter;
    always_ff @ (posedge sys_clk) begin
        if (~sys_reset_n) begin
            counter <= '0;
            done_counter <= '0;
            state <= IDLE;
        end else begin
            counter <= counter + 1;
            if (state == DONE) begin
                done_counter <= '0;
            end else begin
                done_counter <= done_counter + 1;
            end
            state <= next_state;
        end
    end
    always_ff @ (posedge sys_clk) begin
        spi_clk <= (next_state == IDLE || next_state == DONEW) ? 1'b0 : counter[4];
        spi_cs_n <= (next_state == IDLE || next_state == DONEW);
    end
    always_ff @ (posedge sys_clk) begin
        if (next_state == START) begin
            spi_mosi <= 1'b1;
        end else if (next_state == SGL) begin
            spi_mosi <= 1'b1;
        end else if (next_state == SIGN) begin
            spi_mosi <= 1'b0;
        end else if (next_state == MSBF) begin
            spi_mosi <= 1'b1;
        end else begin
            spi_mosi <= 1'b0;
        end
    end
    always_ff @ (posedge sys_clk) begin
        if (counter == 5'b10000) begin
            if (next_state == DATA11) begin
                sensor_reading[11] <= spi_miso;
            end else if (next_state == DATA10) begin
                sensor_reading[10] <= spi_miso;
            end else if (next_state == DATA9) begin
                sensor_reading[9] <= spi_miso;
            end else if (next_state == DATA8) begin
                sensor_reading[8] <= spi_miso;
            end else if (next_state == DATA7) begin
                sensor_reading[7] <= spi_miso;
            end else if (next_state == DATA6) begin
                sensor_reading[6] <= spi_miso;
            end else if (next_state == DATA5) begin
                sensor_reading[5] <= spi_miso;
            end else if (next_state == DATA4) begin
                sensor_reading[4] <= spi_miso;
            end else if (next_state == DATA3) begin
                sensor_reading[3] <= spi_miso;
            end else if (next_state == DATA2) begin
                sensor_reading[2] <= spi_miso;
            end else if (next_state == DATA1) begin
                sensor_reading[1] <= spi_miso;
            end else if (next_state == DATA0) begin
                sensor_reading[0] <= spi_miso;
            end else if (next_state == DONENC) begin
                reading_valid <= 1'b1;
            end
        end else begin
            reading_valid <= 1'b0;
        end
    end
    always_comb begin
        next_state = state;
        if (counter == 5'b00000) begin
            case (state)
                IDLE:   next_state = START;
                START:  next_state = SGL;
                SGL:    next_state = SIGN;
                SIGN:   next_state = MSBF;
                MSBF:   next_state = NULL;
                NULL:   next_state = DATA11;
                DATA11: next_state = DATA10;
                DATA10: next_state = DATA9;
                DATA9:  next_state = DATA8;
                DATA8:  next_state = DATA7;
                DATA7:  next_state = DATA6;
                DATA6:  next_state = DATA5;
                DATA5:  next_state = DATA4;
                DATA4:  next_state = DATA3;
                DATA3:  next_state = DATA2;
                DATA2:  next_state = DATA1;
                DATA1:  next_state = DATA0;
                DATA0:  next_state = DONENC;
                DONENC: next_state = DONE;
                DONE:   next_state = DONEW;
                DONEW:  next_state = (&done_counter) ? IDLE : DONEW;
            endcase 
        end
    end
endmodule : spi_mcp3202_interface
module spi_mosi_interface # (
    parameter WIDTH = 16
) (
    input   logic                   sys_clk,
    input   logic                   sys_reset_n,
    input   logic                   spi_clk,
    input   logic                   spi_mosi,
    input   logic                   spi_cs_n,
    output  logic[WIDTH-1:0]        mosi_buffer,
    output  logic                   mosi_buffer_valid
);
    logic sync_spi_clk;
    logic sync_spi_mosi;
    logic sync_spi_cs_n;
    logic sync_spi_cs_n_del;
    logic internal_reset_n;
    logic[$clog2(WIDTH):0] mosi_buffer_counter;
    always_ff @ (posedge sys_clk, negedge sys_reset_n) begin
        if (~sys_reset_n) begin
            internal_reset_n <= 1'b0;
            sync_spi_cs_n_del <= 1'b1;
        end else begin
            if (sync_spi_cs_n == 1'b0 && sync_spi_cs_n_del == 1'b1) begin
                internal_reset_n <= 1'b0;
            end else begin
                internal_reset_n <= 1'b1;
            end
            sync_spi_cs_n_del <= sync_spi_cs_n;
        end
    end
    always_ff @ (posedge sync_spi_clk, negedge internal_reset_n) begin
        if (~internal_reset_n) begin
            mosi_buffer_counter <= '0;
            mosi_buffer <= '0;
        end else begin
            mosi_buffer <= {mosi_buffer[WIDTH-2:0], sync_spi_mosi};
            mosi_buffer_counter <= mosi_buffer_counter + 1'b1;
        end
    end
    assign mosi_buffer_valid = (mosi_buffer_counter == WIDTH);
    stability_detector clk (sys_clk, spi_clk, sync_spi_clk);
    stability_detector mosi (sys_clk, spi_mosi, sync_spi_mosi);
    stability_detector cs_n (sys_clk, spi_cs_n, sync_spi_cs_n);
endmodule : spi_mosi_interface
module stability_detector (  
    input   logic   clk,
    input   logic   data_in,
    output  logic   data_out
);
    logic[2:0] data_buffer;
    always_ff @ (posedge clk) begin
        data_buffer <= {data_buffer[1:0], data_in};
    end
    always_ff @ (posedge clk) begin
        if (data_buffer == 3'b111) begin
            data_out <= 1'b1;
        end else if (data_buffer == 3'b000) begin
            data_out <= 1'b0;
        end
    end
endmodule : stability_detector
`default_nettype none
module top (
    input   logic       clk,
    input   logic       reset_n,
    input   logic       input_spi_clk,
    input   logic       input_spi_mosi,
    input   logic       input_spi_cs_n,
    output  logic       adc_spi_clk,
    input   logic       adc_spi_miso,
    output  logic       adc_spi_mosi,
    output  logic       adc_spi_cs_n,
    output  logic       pwm_a,
    output  logic       pwm_b,
    output  logic[11:0] sensor_reading_captured,
    output  logic       sensor_reading_valid,
    output  logic[7:0]  setpoint,
    output  logic[7:0]  p,
    output  logic signed[7:0]  motor_setpoint
);
    logic[15:0] input_mosi_buffer;
    logic       input_mosi_buffer_valid;
    logic       param_address;
    logic[7:0]  param_value;
    logic[11:0] sensor_reading;
    assign param_address = input_mosi_buffer[8];
    assign param_value = input_mosi_buffer[7:0];
    always_ff @ (posedge clk) begin
        if (sensor_reading_valid) begin
            sensor_reading_captured <= sensor_reading;
        end
    end
    spi_mosi_interface # (16) input_spi_interface (
        .sys_clk            (clk),
        .sys_reset_n        (reset_n),
        .spi_clk            (input_spi_clk),
        .spi_mosi           (input_spi_mosi),
        .spi_cs_n           (input_spi_cs_n),
        .mosi_buffer        (input_mosi_buffer),
        .mosi_buffer_valid  (input_mosi_buffer_valid)
    );
    params p_setpoint_storage (
        .clk                (clk),
        .reset_n            (reset_n),
        .write_en           (input_mosi_buffer_valid),
        .address            (param_address),
        .param              (param_value),
        .p                  (p),
        .setpoint           (setpoint)
    );
    spi_mcp3202_interface mcp3202 (
        .sys_clk            (clk),
        .sys_reset_n        (reset_n),
        .spi_clk            (adc_spi_clk),
        .spi_miso           (adc_spi_miso),
        .spi_mosi           (adc_spi_mosi),
        .spi_cs_n           (adc_spi_cs_n),
        .sensor_reading     (sensor_reading),
        .reading_valid      (sensor_reading_valid)
    );
    p_controller p_cont (
        .clk                (clk),
        .reset_n            (reset_n),
        .sensor_reading     (sensor_reading_captured),
        .setpoint           (setpoint),
        .p                  (p),
        .output_setpoint    (motor_setpoint)  
    );
    motor_driver driver (
        .clk                (clk),
        .reset_n            (reset_n),
        .setpoint           (motor_setpoint),
        .pwm_a              (pwm_a),
        .pwm_b              (pwm_b)
    );
endmodule : top
`default_nettype none
module toplevel_chip (
    input [13:0] io_in,
    output [13:0] io_out
);
    my_chip mchip (
        .io_in(io_in[11:0]),
        .io_out(io_out[11:0]),
        .clock(io_in[12]),
        .reset(io_in[13])
    );
    assign io_out[13:12] = 2'b00;
endmodule
==> flow_summary.json <==
{
  "fmax_mhz": 216.9,
  "rr_worst_depth": 16,
  "whs_path_depth": 0,
  "first_pass_iters": 4,
  "via_count": 6454,
  "fin_area_sq_um": 11300,
  "syn_area_per_cell_sq_um": 9.710,
  "slew_headroom": 0.4132,
  "synth_area_sq_um": 9438,
  "drt-vias-per-instance": 4.690,
  "ys_cells": 972,
  "worstMarginPinSlew_ns": 0.8784,
  "hold_class": "clk2reg",
  "untimed_endpoints": 14,
  "flop_area_sq_um": 3785,
  "drcViolationCount": 0,
  "top_cells_by_area": "dfxtp_1 30%, fa_1 13%, ha_1 9.0%",
  "die_w_microns": 155.6,
  "tool_warnings": 519,
  "power.density_nw_per_um2": 387.7,
  "status": "complete, but fails checks",
  "crit_cells": 16,
  "crit_type": "reg2reg",
  "grt_pass1_vias": 7343,
  "ff_type": "dfxtp_1",
  "drt_wl_total_microns": 16450,
  "violations": "negative hold slack",
  "largest_area_cell": "dfxtp_1",
  "worstSetupStartpointType": "flip-flop",
  "whs_ns": -0.3395,
  "synth.most_common_cell": "dfxtp_1",
  "initCoreUtil": 0.4118,
  "ant_nets": 0,
  "drt_iter0_drc": 280,
  "gp_routability_congestion": 0.8154,
  "yosysWarnings": 15,
  "unclocked_pins": 14,
  "synth-seq-cells": 176,
  "gr-usage-met3": 0.07949,
  "syn_inst": 972,
  "gr-usage-all-layers": 0.1590,
  "async_flop_share": 0.09091,
  "overflow": 0,
  "critical_path_arrival_ns": 4.85,
  "cpLargestDelayFamily": "adder cells",
  "period_used_share": 0.9409,
  "cts_tree": "yes",
  "power_leakage_nw": 4.996,
  "use_met1": 0.2076,
  "edf_count": 18,
  "fin_crit_ns": 4.611,
  "mi_logic_area_sq_um": 5001,
  "rows": 55,
  "postCtsHoldBufs": 0,
  "syn2layout_area_growth_pct": 19.69,
  "avgRoutedWirePerCell_microns": 11.95,
  "slew_viol_final": 0,
  "met2_usage": 0.2176,
  "grt_pass1_wl_microns": 30070,
  "coreArea_sq_um": 22920,
  "setup_viol": 0,
  "cpPeakStageDelay_ns": 0.57,
  "ys_seq_frac": 0.4010,
  "hold_start": "io_in[10]",
  "fillers": 2013,
  "ir_drop_v": 0.0002551,
  "crit_required_ns": 5.14,
  "port_buffers": 5,
  "setup_tns_ns": 0,
  "max-cap-violations": 0,
  "clk_pin_slew_ns": 0.06,
  "crit_path_top_delay_cell": "fa_1",
  "busiest_layer": "met2",
  "hold_viol": 12,
  "post-dp-hpwl_microns": 11420,
  "cp-startpoint": "mchip.dut.p_cont.error[8]",
  "die-height_microns": 155.6,
  "ys_area_sq_um": 9438,
  "cp_max_fo": 8,
  "clkLatencyLatePin_ns": 0.36,
  "grt_max_degree": 33,
  "ys_types": 54,
  "cp_num_buf_inv": 4,
  "chipArea_sq_um": 24210,
  "skew_ns": 0.003288,
  "top_cells_by_count": "142 x dfxtp_1, 137 x inv_1, 105 x nand2_1",
  "top_area_frac": 0.3012,
  "crit_chain": "and2_1 > fa_1 > inv_1 > fa_1 > inv_1 > fa_1 > inv_1 > fa_1 > inv_1 > ha_1 > a21o_1 > a21o_1 > a41o_1 > a221oi_2 > o21bai_1 > xnor2_1",
  "drive_above_1_share": 0.08663,
  "io_pins": 28,
  "rsz0062_at_grt": "false",
  "antenna_found_initial": 1,
  "endpoint_kind": "flip-flop",
  "timing.rr.start": "mchip.dut.p_cont.error[8]",
  "dpl-instance-area_sq_um": 9796
}
## cell type report
class                      instances  area share
antenna                            1   0.0002215
clock buffer                      58      0.1059
clock inverter                    45     0.02581
inverter                         136     0.04519
multi-input combinational        633      0.4427
sequential                       176      0.3351
tap                              313     0.03467
timing repair buffer              14     0.01041
## through the flow
step	util	setup WS (ns)	hold WS (ns)	instances	total power [mW]
after floorplan	-	0.2722	0.02772	980	1.958
after global placement	0.4275	0.2035	0.02772	1272	1.806
after detailed placement	0.4275	0.1733	0.02772	1272	1.806
after CTS	0.4922	0.08306	-0.4226	1374	4.809
after global routing	0.4929	0.001917	-0.4229	1376	4.999
final	0.4929	0.2894	-0.3395	1376	4.379
## placed cells by master (no fill, tap or decap), types with 6 or more instances in the layout
cell type	Yosys	final
clkbuf_16	0	46
and2_1	47	47
edfxtp_1	18	18
or4_1	6	6
xnor2_1	28	28
nor3_1	16	16
inv_1	137	159
nor2_1	66	66
nand3_1	29	29
o21ai_0	22	22
xor2_1	27	27
a21oi_1	37	37
dfrtp_1	15	15
nand4_1	6	6
a21o_1	7	7
dfxtp_1	142	142
mux2i_1	18	18
and3_1	9	9
nor2b_1	11	11
nand2_1	105	105
buf_4	14	9
fa_1	60	60
conb_1	1	9
ha_1	68	68
clkbuf_1	20	12
## report_power, final
part	internal (mW)	switching [mW]	leakage, nW	total, mW
combinational	0	0.000105	2.44	0.000108
clock	1.96	0.967	0.933	2.92
sequential	1.46	0	1.62	1.46
## routing by layer
layer	up-vias	part of all wire
met1	3001	0.47
li1	3262	-
met2	146	0.44
met3	45	0.061
met5	-	0
met4	0	0.032
## final timing paths
path / end / slack [ns]
worst min register to register: mchip.dut.p_cont.output_setpoint[7] / 0.32
max in group asynchronous: mchip.dut.input_spi_interface.sync_spi_cs_n_del / 2.50
worst max-delay path: mchip.dut.p_cont.internal_output_setpoint[17] / 0.29
worst min-delay path: mchip.dut.input_spi_interface.mosi.data_buffer[0] / -0.34
min in group asynchronous: mchip.dut.input_spi_interface.internal_reset_n / 2.22
worst max register to register: mchip.dut.p_cont.internal_output_setpoint[17] / 0.29
## flip-flops by register name, indices dropped and copies added, names as in the netlist, 9 cells and up, named ones only
name                                       cells
mchip.dut.p_cont.error                         9
mchip.dut.mcp3202.done_counter                 9
mchip.dut.mcp3202.sensor_reading               9
mchip.dut.input_spi_interface.mosi_buffer      9
mchip.dut.driver.a.counter                    10
mchip.dut.mcp3202.state                       21
mchip.dut.driver.b.counter                    10
mchip.dut.sensor_reading_captured              9
## repair_timing
action,in CTS,in global routing
gates resized,0,2
buffers inserted,0,1
setup endpoints to repair,0,2
## cell families (layout without fill, tap and decap cells)
family / after synthesis / after routing / synth area share
buffers and inverters: 171 / 253 / 0.07358
and+or+nand+nor: 327 / 327 / 0.1717
AOI/OAI and AO/OA: 94 / 94 / 0.06337
muxes: 20 / 20 / 0.02148
xor gates and xnor gates: 55 / 55 / 0.05104
adders and majority gates: 128 / 128 / 0.2174
DFF: 176 / 176 / 0.4010
other: 1 / 10 / 0.0003973
No activity file was given, so power comes from the tool's default toggle rates.
